`flow/run.sh`:
```
#!/bin/bash
# OpenROAD 26Q1-2900-gdf79404cd8, Yosys 0.63+post, stock flow scripts
make -C /OpenROAD-flow-scripts/flow DESIGN_CONFIG=/design/flow/config.mk WORK_HOME=/design/flow/orfs finish
```
`flow/design.v`:
```
module apb_slave #(parameter ADDRW = 8, DATAW = 32)
   (
    input 		   clk,
    input 		   rst_n,
    input [ADDRW-1:0] 	   paddr,
    input 		   pwrite,
    input 		   psel,
    input 		   penable,
    input [DATAW-1:0] 	   pwdata,
    output reg [DATAW-1:0] prdata
    );
   reg [DATAW-1:0] 	   mem [256];
   reg [1:0] 		   apb_st;
   parameter logic [1:0]   SETUP = 0;
   parameter logic [1:0]   W_ENABLE = 1;
   parameter logic [1:0]   R_ENABLE = 2;
   always @(negedge rst_n or posedge clk) begin
		if (rst_n == 0) begin
			apb_st <= 0;
			prdata <= 0;
      end
      else begin
			case (apb_st)
				SETUP : begin
				prdata <= 0;
				if (psel && !penable) begin
					if (pwrite) begin
						apb_st <= W_ENABLE;
					end
				else begin
					apb_st <= R_ENABLE;
					end
				end
			end
				W_ENABLE : begin
					if (psel && penable && pwrite) begin
						mem[paddr] <= pwdata;
					end
					apb_st <= SETUP;
					end
				R_ENABLE : begin
					if (psel && penable && !pwrite) begin
						prdata <= mem[paddr];
					end
					apb_st <= SETUP;
				end
	 endcase
    end
end 
endmodule
```
`flow/config.mk`:
```
export PLATFORM = sky130hd
export DESIGN_NAME = apb_slave
export DESIGN_NICKNAME = apb_slave
export VERILOG_FILES = /design/flow/design.v
export SDC_FILE = /design/flow/constraint.sdc
export NUM_CORES = 4
export LEC_CHECK = 1
export CORE_UTILIZATION = 50
```
`flow/constraint.sdc`:
```
current_design apb_slave

set clk_period 19.1
set clk_io_pct 0.2

create_clock -name clk0 -period $clk_period [get_ports {clk}]

set non_clock_inputs [all_inputs -no_clocks]
set_input_delay [expr $clk_period * $clk_io_pct] -clock clk0 $non_clock_inputs
set_output_delay [expr $clk_period * $clk_io_pct] -clock clk0 [all_outputs]
```
==> impl_metrics.py <==
# Metrics from the implementation run
metrics = {
    "clock_network": {
        "h-tree-depth": 6,
        "clk_pin_slew_ns": 0.06,
        "numCtsBuffers": 814,
        "cts_setup_buffers": 0,
        "cts_buffer_depth": 4,
        "hold_buffers": 0,
        "cts_resized": 0,
        "cts_tree": "done",
        "clock_sinks": 8227,
        "root_buffer": "clkbuf_16",
        "clkLatencyLatePin_ns": 1.21,
    },
    "sta": {
        "finalSetupViolations": 0,
        "finalHoldViolCount": 0,
        "period_used_pct": 48.7,
        "rsz0062_at_grt": "no",
        "fmax_mhz": 108,
        "drv_slew": 21,
        "setup_ws_ns": 9.80,
        "tns_ns": 0,
        "relSlewSlack_pct": -8.17,
        "fin_crit_ns": 9.30,
        "tightest_slew_ns": 1.62,
        "skew_ns": 0.0872,
    },
    "drt": {
        "drtPass1Iterations": 7,
        "wirelength_mm": 1220,
        "drt_iter0_markers": 16700,
        "via_per_inst": 6.95,
        "vias": 185000,
        "ant_nets": 0,
        "route.detailed.drc": 0,
        "wl_per_cell_um": 45.8,
    },
    "synth": {
        "ys_warn_count": 2,
        "edf_count": 8192,
        "synthCells": 16600,
        "ys_ff": 8227,
        "ys_area_um2": 301000,
        "ys_types": 73,
        "async_flop_share_pct": 0.425,
        "syn_avg_cell_area_um2": 18.1,
        "yosysCellCount": 16600,
        "ff_type": "edfxtp_1",
        "synth_area_um2": 301000,
        "yosys.stat.seqShare_pct": 82.0,
    },
    "setup_path": {
        "path_class": "in -> reg",
        "crit_fanout": 42,
        "required_ns": 20.13,
        "critPathSlowestCell": "nor4_1",
        "crit_path_max_incr_delay_ns": 1.44,
        "endpoint_kind": "register",
        "startpoint_type": "input pin",
        "critPathMostFrequentCell": "buf_4",
        "arrival_ns": 10.33,
        "cp_cell_sequence": "buf_4, buf_12, or4_4, buf_4, nor2_4, buf_4, a2111oi_0, nand3_1, nor4_1, and4_1, a32oi_1",
    },
    "finish": {
        "mostFrequentLayoutCell": "edfxtp_1",
        "drive_above_1_share_pct": 16.0,
        "fin_area_um2": 346000,
        "layout_top_cells": "edfxtp_1 (8192), a22oi_1 (2773), buf_4 (1261), clkbuf_16 (819), nand3_1 (487)",
        "area_growth_syn_to_layout_pct": 14.9,
    },
    "global_route": {
        "antenna_found_initial": 165,
        "grtUsageTotal_pct": 45.3,
        "grt_pass1_wl_mm": 1620,
        "grt_overflow": 0,
        "grt_start_max_net_pins": 140,
        "grt_pass1_vias": 188000,
    },
    "job": {
        "warning_count": 37,
        "max-cap-violations": 4,
    },
    "place": {
        "placed_area_um2": 320000,
        "routabilityCongestion": 1.09,
        "dp_slack_ns": 8.97,
        "io_buffers": 76,
        "hpwl_mm": 782,
    },
    "floorplan": {
        "die_x_um": 778,
        "core_um2": 599000,
        "fp-utilization_pct": 50.3,
        "io_pins": 77,
        "rows": 284,
        "dieHeight_um": 778,
        "dieArea_um2": 605000,
    },
    "run_status": {
        "status": "complete, but fails checks",
        "violations": "max-capacitance violations, max-slew violations",
    },
    "power_and_ir_drop": {
        "vdd_ir_drop_max_uv": 110,
        "power.density_nw_per_um2": 104,
        "leakagePower_nw": 108,
        "total_power_mw": 36.1,
    },
    "min_path": {
        "min_path_type": "reg -> reg",
    },
}
==> synth_stat cells (11+ instances only) <==
cell type	n	area share, %
a2111oi_0	143	0.42
a21oi_1	271	0.45
a221oi_1	162	0.47
a222oi_1	98	0.33
a22o_1	324	0.94
a22oi_1	2773	6.9
a2bb2oi_1	43	0.13
a32oi_1	116	0.34
and3_1	434	0.90
and4_1	30	0.087
buf_1	119	0.15
buf_2	384	0.64
buf_4	31	0.077
buf_6	17	0.064
clkbuf_1	581	0.72
dfrtp_1	34	0.28
edfxtp_1	8192	82
mux2i_1	60	0.20
nand2_1	438	0.55
nand3_1	488	0.81
nand4_1	359	0.75
nor2_1	233	0.29
nor2_2	44	0.091
nor3_1	255	0.42
nor4_1	251	0.52
nor4bb_1	11	0.037
o211ai_1	69	0.17
o21ai_0	95	0.16
o22a_1	41	0.12
o22ai_1	298	0.62
or4_1	60	0.15
==> stage by stage <==
step / hold WS (ns) / cells / utilization (%)
after global routing: 0.514 / 26600 / 57.7
final: 0.485 / 26700 / 57.8
after detailed placement: 0.454 / 24800 / 53.5
after CTS: 0.483 / 26300 / 57.6
after floorplan: 0.429 / 16600 / -
after global placement: 0.458 / 24800 / 53.5
==> flip-flops by register name, indices dropped and copies added, names as in the netlist <==
name	count
mem	8192
prdata	32
apb_st	3
==> report_power, final <==
group | total, mW | switching [mW] | leakage [nW] | internal (mW)
Combinational | 1.08 | 0.897 | 21.7 | 0.181
Sequential | 19.9 | 0.00300 | 74.1 | 19.8
Clock | 15.2 | 6.87 | 12.1 | 8.32
==> logic make-up after synthesis <==
family / share of synthesized area [%]
flip-flops: 82.0
AND-OR/OR-AND: 11.3
AND/OR/NAND/NOR: 4.90
buffers and inverters: 1.65
multiplexers: 0.218
==> final timing paths <==
| kind | startpoint | to | slack (ns) | cells past startpoint |
|---|---|---|---|---|
| setup reg to reg | mem[126][6] | prdata[6] | 14.06 | 7 |
| hold / removal | apb_st[2] | apb_st[0] | 0.48 | 2 |
| min in group asynchronous | rst_n | prdata[6] | 2.76 | 1 |
| max in group asynchronous | rst_n | prdata[16] | 15.12 | 2 |
| hold reg to reg | apb_st[2] | apb_st[0] | 0.48 | 2 |
| setup / recovery | paddr[7] | prdata[21] | 9.80 | 11 |
==> final cells by class <==
| cell class | instances | area (um2) |
|---|---|---|
| fill | 43700 | 253000 |
| sequential | 8227 | 247000 |
| multi-input combinational | 7259 | 52800 |
| clock buffer | 1081 | 21500 |
| timing repair buffer | 1354 | 10700 |
| tap | 8008 | 10000 |
| clock inverter | 409 | 3450 |
| antenna | 313 | 783 |
| inverter | 2 | 7.51 |
==> critical path: cells and delay by family <==
kind            cells  cell delay, ns
simple gates        5            3.76
compound gates      2            0.71
buf+inv             4            1.78
==> routing by layer <==
layer	routed length (um)	vias up	track usage, %
met3	283000	3606	45.1
met1	333000	90900	48.4
li1	-	72800	-
met5	17600	-	26.1
met4	81400	362	22.2
met2	506000	17600	56.0
Power is estimated from default activity; no workload was simulated.
